`/design/flow/design.v`:
```
module audio_serial_to_parallel (
	input AUD_BCK,     
	input AUD_LRCK,    
	input AUD_ADCDAT,
	output reg [15:0] AUD_outL = 16'b0,
	output reg [15:0] AUD_outR = 16'b0
);
reg [3:0] counter = 16'b1111;
reg LRprev = 1'b0;
reg LRnow = 1'b0;
reg counterMaxed=1'b1;
reg [15:0] audL_temp = 16'b0;
reg [15:0] audR_temp = 16'b0;
reg newR = 0;
reg newL = 0;
reg outDone = 1'b1;  
always@(posedge AUD_BCK)  
begin	
	newL = LRprev && ~AUD_LRCK;
	newR = ~LRprev && AUD_LRCK;
	LRprev = AUD_LRCK;
	if(~outDone) begin  
		if(AUD_LRCK) begin
			audR_temp[counter] = AUD_ADCDAT;
		end else begin
			audL_temp[counter] = AUD_ADCDAT;
		end
	end
	if(counter > 16'b0) begin
		counter = counter - 16'b1;
	end else begin
		outDone = 1'b1;
	end
	if(newR || newL) begin
		counter = 16'b1111;
		outDone = 1'b0;
		if(newR) begin
			AUD_outL= audL_temp;
		end else if (newL) begin
			AUD_outR = audR_temp;
		end
	end
end
endmodule
```
`/design/flow/run.sh`:
```
#!/bin/bash
# OpenROAD 26Q1-2900-gdf79404cd8, Yosys 0.63+post, stock flow scripts
make -C /OpenROAD-flow-scripts/flow DESIGN_CONFIG=/design/flow/config.mk WORK_HOME=/design/flow/orfs finish
```
`/design/flow/config.mk`:
```
export PLATFORM = sky130hd
export DESIGN_NAME = audio_serial_to_parallel
export DESIGN_NICKNAME = audio_serial_to_parallel
export VERILOG_FILES = /design/flow/design.v
export SDC_FILE = /design/flow/constraint.sdc
export NUM_CORES = 4
export LEC_CHECK = 1
export CORE_UTILIZATION = 30
```
`/design/flow/constraint.sdc`:
```
current_design audio_serial_to_parallel

set clk_period 2.1
set clk_io_pct 0.2

create_clock -name clk0 -period $clk_period [get_ports {AUD_BCK}]

set non_clock_inputs [all_inputs -no_clocks]
set_input_delay [expr $clk_period * $clk_io_pct] -clock clk0 $non_clock_inputs
set_output_delay [expr $clk_period * $clk_io_pct] -clock clk0 [all_outputs]
```
==> run summary <==
yosys + openroad results -> flops & latches, synth 70, setup slack, reg-to-reg 0.12 ns, die area 9640 um^2, maximum VDD drop 0.296 mV, Late-Pin Clk Latency 0.34 ns, syn_area_per_cell 12.0 um^2, WL/cell 13.8 um, met3 wire len 261 um, Reg2Reg Depth 7, R2R Path Start counter[0], R2R Path End AUD_outL[14], antenna viol nets, final 0, Sink Count 70, top layer in use met4, CP max stage cell dfxtp_1, initial drt markers 109, biggest area consumer among synthesized cells edfxtp_1, CP cell instances inv_1 > ha_1 > buf_4 > nor3_1 > and3_1 > o21ai_0 > o2bb2ai_1, max-cap violation count 0, top cells, area edfxtp_1 (35%), dfxtp_1 (27%), nand3_1 (5.0%), status completed, top cell type by instance count after synthesis dfxtp_1, final max-slew violation count 0, Synth-to-Final Area Change 31.6%, Lkg Pwr 1.34 nW, Slew HR 73.5%, crit path DAT 2.06 ns, met2 wire length 2440 um, Critical Path Fanout Max 10, worst min path class reg -> reg, Final Cycle Share 94.2%, clk slew on worst S/H paths 0.08 ns, num rows 34, fmax 505 MHz, layout cells sized above 1 18.9%, Root Driver clkbuf_8, DR DRC count 0, yosys adder share 2.71%, most common library cells after synthesis dfxtp_1 (38), edfxtp_1 (32), nand3_1 (28), Initial DRT Pass Iterations 22, Critical Path Start counter[0], Max clock buf depth 2, pin count of the biggest net entering global routing 14, first-pass GRT wire length 9320 um, required time of the worst setup path 2.18 ns, Cell Area, Synth 2780 um^2, die width 98.2 um, # setup viols final 0, vias post-DR 1,915, Die Y 98.2 um, Sum Neg Setup Slack 0 ns, Most common reg cell dfxtp_1, initial antenna violation count 0, worst setup path end AUD_outL[14], YS warnings 1, area of the core 8850 um^2, Congestion Overflow GR 0, HPWL after DPL 3970 um, Post-synth EDFFs 32, vias in the first global route 1,866, Num CTS Buffers 9, tool warnings 31, CTS tree yes, gr usage total 12.6%, H-tree depth 3, register share after synthesis 62.0%, Power Density 932 nW/um^2, startpoint types register, pin slew with the least headroom to its limit 0.394 ns, num ports 35, RSZ-0062 raised after global routing yes, ANT cells 0, fp_density 31.4%, yosys simple share 14.7%, post-synthesis instance total 231, synth unique cells 35, GPL Wtd Cong 0.829, final wirelength 5600 um, Final Hold Viols 0, post-synthesis async set-or-reset flop share 0%, Dominant comb cell simple AND/OR/NAND/NOR gates, area fraction in xor and xnor cells 0.902%, Worst Setup Path Type reg -> reg, Critical Path End Type register, final hold slack 0.466 ns, mux frac, synth 3.25%, Max-area cell share 34.6%, YS chip area 2780 um^2, vias per cell 4.73, wl on met1 2820 um, worst stage delay on the critical path 0.40 ns, setup bufs post-CTS 0, worst clock skew 0.00919 ns, Final min period 1.98 ns, # Cells Yosys 231, # port buffers 34, AO/OA Area Share 13.4%
layer usage:
layer	GRT usage, %	vias to the layer above
met2	18.3	40
met1	20.2	895
li1	-	971
met4	2.07	0
met3	3.13	9
met5	0	-
final cells by class:
cell class | count | area (um^2)
inverters | 5 | 18.8
well taps | 108 | 135
repair buffers | 64 | 569
flip-flops and latches | 70 | 1720
multi-input cells | 142 | 1020
fillers | 848 | 5190
clock buffers | 10 | 128
clock inverters | 6 | 63.8
cells by family (layout without fill, tap and decap cells):
kind of cell	after synthesis	count (layout)
AND-OR/OR-AND	47	47
buffers and inverters	19	85
adder cells (fa/ha/maj)	6	6
AND/OR/NAND/NOR	79	79
multiplexers	8	8
XOR/XNOR	2	2
flip-flops	70	70
stage by stage:
step	instances	area (um^2)	setup WS (ns)	util, %	total power, mW
2_1_floorplan	231	2780	-0.00596	-	2.08
3_3_place_gp	389	3420	-0.102	38.6	2.35
3_5_place_dp	389	3420	-0.171	38.6	2.36
4_1_cts	405	3610	0.00377	40.8	3.42
5_1_grt	405	3650	-0.00271	41.3	3.58
6_report	405	3650	0.122	41.3	3.40
registers in the layout, indices dropped and copies added, names as in the netlist:
| name | cells |
|---|---|
| audL_temp | 16 |
| AUD_outL | 16 |
| outDone | 1 |
| audR_temp | 16 |
| counter | 4 |
| LRprev | 1 |
| AUD_outR | 16 |
power by group:
part	switching, mW	total (mW)	internal, mW	leakage [nW]
clock	0.506	1.05	0.546	0.0923
combinational	0.306	0.620	0.314	0.623
sequential	0.0633	1.73	1.67	0.621
total	0.875	3.40	2.53	1.34
cells in the final DEF (no fill, tap or decap), drive strengths merged:
cell and instances:
o21ai 20, mux2 8, nor4b 1, or3b 1
clkinvlp 2, clkbuf 10, or3 1, clkdlybuf4s50 34
inv 5, and2 1, nor3 4, nand2b 4
and3 3, o2bb2ai 7, nand2 16, edfxtp 32
nor2 13, clkinv 3, buf 30, ha 6
o21a 1, a21boi 4, nand3b 1, nor4 1
nand3 28, and4bb 1, dfxtp 38, o31ai 1
xnor2 2, or4 1, bufinv 1, nor2b 2
nor3b 1, a22o 8, a32o 6
worst min path at each step:
stage | end | slack [ns] | cells past startpoint | startpoint
final | audL_temp[4] | 0.47 | 1 | audL_temp[4]
after global routing | audL_temp[4] | 0.49 | 1 | audL_temp[4]
after CTS | audR_temp[4] | 0.47 | 1 | audR_temp[4]
what timing repair did:
| action | in CTS | in global routing |
|---|---|---|
| gates resized | 0 | 7 |
| endpoints found under the setup margin | 0 | 13 |
| hold buffers | 0 | 0 |
worst max-delay path: cells and delay by family (launching register included):
kind | cells | cell delay, ns
compound gates | 2 | 0.28
fa+ha+maj | 1 | 0.22
buf+inv | 2 | 0.29
flops | 1 | 0.40
simple gates | 2 | 0.53
No activity file was given, so power comes from the tool's default toggle rates.
