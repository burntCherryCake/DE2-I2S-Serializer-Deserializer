==> flow/design.v <==
module CLOCK_500 (
	CLOCK,
	CLOCK_500,
	DATA,
	END,
	RESET,
	GO,
	CLOCK_2
);
	input  CLOCK;
	input  END;
	input  RESET;
	output CLOCK_500;
	output [23:0]DATA;
	output GO;
	output CLOCK_2;
reg  [10:0]COUNTER_500;
wire  CLOCK_500=COUNTER_500[9];
wire  CLOCK_2=COUNTER_500[1];
reg  [15:0]ROM[6'd11:0];
reg  [15:0]DATA_A;
reg  [5:0]address=0;
wire [23:0]DATA={8'h34,DATA_A};
wire  GO =((address <= 6'd11) && (END==1))? COUNTER_500[10]:1;
always @(negedge RESET or posedge END) begin
	if (!RESET) address=0;
	else 
	if (address < 6'd11) address=address+1;
end
reg [7:0]vol;
always @(posedge RESET) begin
	vol=vol-1;end
always @(posedge END) begin
	ROM[0]= 	16'b0001111000000000;		 
	ROM[1]= 	16'b0001001000000000;		 
	ROM[6]= 	16'b0000000000010111;		 
	ROM[3]= 	16'b0000001000010111;		 
	ROM[4]= 	16'b0000100000010010; 		 
	ROM[5]= 	16'b0000101000000000; 		 
	ROM[2]= 	16'b0000110000000000;	    
	ROM[7]= 	16'b0000111001000010;	    
	ROM[8]= 	16'b0001000000011100;		 
	ROM[9]= 	{8'h04,1'b0,vol[6:0]};		 
	ROM[10]= {8'h06,1'b0,vol[6:0]};	    
	ROM[11]= 16'b0001001000000001;		 
	DATA_A=ROM[address];
end
always @(posedge CLOCK ) begin
	COUNTER_500=COUNTER_500+1;
end
endmodule
==> flow/run.sh <==
#!/bin/bash
# OpenROAD 26Q1-2900-gdf79404cd8, Yosys 0.63+post, stock flow scripts
make -C /OpenROAD-flow-scripts/flow DESIGN_CONFIG=/design/flow/config.mk WORK_HOME=/design/flow/orfs finish
==> flow/config.mk <==
export PLATFORM = sky130hd
export DESIGN_NAME = CLOCK_500
export DESIGN_NICKNAME = CLOCK_500
export VERILOG_FILES = /design/flow/design.v
export SDC_FILE = /design/flow/constraint.sdc
export NUM_CORES = 4
export LEC_CHECK = 1
export CORE_AREA = 10 10 95 95
export DIE_AREA = 0 0 105 105
==> flow/constraint.sdc <==
current_design CLOCK_500

set clk_period 2.7
set clk_io_pct 0.2

create_clock -name clk0 -period $clk_period [get_ports {CLOCK}]
create_clock -name clk1 -period $clk_period [get_ports {END}]
create_clock -name clk2 -period $clk_period [get_ports {RESET}]

set non_clock_inputs [all_inputs -no_clocks]
set_input_delay [expr $clk_period * $clk_io_pct] -clock clk0 $non_clock_inputs
set_output_delay [expr $clk_period * $clk_io_pct] -clock clk0 [all_outputs]
==> Changelog: implementation <==
### Metrics

- Global route overflow: 0
- CP startpoint kind: clock port
- Yosys cell count: 158
- Final setup fails: 0
- Core Region: 6910 um2
- CP max FO: 2
- DR pass1 iterations: 4
- RSZ-0062 raised after global routing: false
- Chip Width: approximately 110 um
- Floorplan core density: 22.2%
- Distinct lib cells: 33
- Crit path kind: clock port to primary output
- Setup Buffers After CTS: 0
- #FFs+latches synth: 35
- Syn Inst Count: 158
- Synth Seq Share: 47.6%
- Hold slack: -0.455 ns
- Top Metal Used: met4
- Cell accounting for the most synthesized area: dfxtp_1
- M1 WL: 1.25 mm
- # rows: 30
- P_int: 0.00107 W
- Synth Cell Area: 1540 um2
- First-pass GRT wire length: between 4 and 5 mm
- Log Warnings: 35
- Maximum number of pins on one net before global-route repair: 15
- Clock-pin slew on the worst setup and hold paths: ~0.07 ns
- Total Routed Length: 2.66 mm
- I/O pin total: 30
- Met2 wire length: roughly 1.1 mm
- Routability cong.: between 0.7 and 0.8
- Area Overhead vs Synth: 27.0%
- GRT Overall Usage: under 10%
- Vias in the first global route: 1121
- Filler Cell Count: between 700 and 800
- Power Density: 687 nW/um2
- Clock Skews: 0.00484 ns
- Met3 wire length: 241 um
- Clock power frac: around three fifths
- I/O Buffers: 14
- Synth top area share: between 30% and 40%
- Failing checks: negative hold slack
- Setup_tns: 0 ns
- Asr flop ratio synth: 17.1%
- Number of enable flip-flop cells: 0
- Status: finished, violations left
- Switch share: 20.0%
- Ys flop type: dfxtp_1
- CTS tree: done
- Peak supply drop: 0.000247 V
- Synth warnings: 2
- Vias per inst: 3.72
- Dpl cells: 262
- Pleak: roughly 0.78 nW
- Total die size: 11000 um2
- YS chip area: 1540 um2
- Combinational power share: less than 1%
- DR WL/cell: 9.48 um
- 1st-iter DRT viols: 40
- Ant. Diodes: 0
- Setup crit end kind: primary output
- Max-slew violations: 0
- Layout cells sized above 1: about 10%
- Worst EP required: 2.16 ns
- Initial antenna violation count: 0
- Top area cell types: dfxtp_1 38%, dfrtp_1 9.8%, ha_1 8.1%
- Top cells by count: 29 x dfxtp_1, 23 x nand2_1, 13 x buf_4
- Die Ht: 105 um
- Hold Fails Final Rpt: 6
- Critical Path AT: about 2 ns
- Yosys top cell by instances: dfxtp_1
- Mean post-synth cell area: 9.72 um2
- Hold Path Class: clock port to asynchronous set/reset pin
- Sequential power share: 38.6%
- Total of max-cap violations: 0
- Post-route DRC violation count: 0
- Via count: 1046
- Final cell count without fillers: 281
- Post-detail-place hpwl: ~1.9 mm
- DRT antenna net count: 0
- Psw: around 0.00027 W
## layout make-up
class | instances | area, um2 | area share (%)
Sequential cell | 35 | 731 | 37.5
Clock buffer | 19 | 236 | 12.1
Inverter | 11 | 41.3 | 2.12
Multi-Input combinational cell | 106 | 683 | 35.0
Clock inverter | 1 | 7.51 | 0.385
Timing Repair Buffer | 13 | 130 | 6.68
Tap cell | 96 | 120 | 6.16
## through the flow
stage	setup WS (ns)	util, %	area (um2)	total power (W)
4_1_cts	0.141	28.2	1950	0.00137
6_report	0.176	28.2	1950	0.00134
3_5_place_dp	0.201	24.8	1720	0.000568
5_1_grt	0.129	28.2	1950	0.00141
3_3_place_gp	0.201	24.8	1720	0.000568
2_1_floorplan	0.657	-	1580	0.000553
## kinds of logic (layout without fill, tap and decap cells)
kind of cell               after synthesis  count (layout)  synth area share [%]
adders and majority gates               10              10                  8.15
and+or+nand+nor                         45              45                  13.1
xor gates and xnor gates                17              17                  9.70
AOI/OAI and AO/OA                       21              21                  10.4
buffers and inverters                   28              44                  10.6
DFF                                     35              35                  47.6
other                                    2              13                 0.489
## power by group through the flow
stage / logic (W) / clock network (W) / registers (W)
CTS: 0.00000162 / 0.000850 / 0.000517
global route: 0.00000178 / 0.000893 / 0.000516
finish: 0.000000900 / 0.000821 / 0.000517
## worst max-delay path, cell delays in order
cell	delay, ns
clkbuf_8	0.11
clkbuf_8	0.12
nor4b_1	0.13
nand2_1	0.06
dlygate4sd2_1	0.22
## final timing paths
kind                                     start              to  slack [ns]  cells after the start
max in group asynchronous                RESET      address[2]        3.07                      2
min in group clk2                       vol[0]          vol[0]        0.42                      1
worst max-delay path                       END              GO        0.18                      5
min in group clk0               COUNTER_500[0]  COUNTER_500[0]        0.42                      1
max in group clk2                       vol[1]          vol[5]        1.58                      3
min in group clk1                       vol[5]       DATA_A[5]        0.44                      2
worst min-delay path                     RESET      address[0]       -0.45                      2
worst min register to register  COUNTER_500[0]  COUNTER_500[0]        0.42                      1
worst max register to register      address[0]      address[3]        0.89                      4
max in group clk1                   address[0]      address[3]        0.89                      4
## what timing repair did
item | 4_1_cts | 5_1_grt
endpoints found under the setup margin | 1 | 0
resized | 1 | 0
hold buffers | 0 | 0
hold endpoints to repair | 0 | 0
## registers in the layout, indices dropped and copies added, names as in the netlist
register	flops
address	6
COUNTER_500	11
vol	7
DATA_A	11
## layer usage
| layer | GRT usage [%] | vias to the layer above |
|---|---|---|
| li1 | - | 547 |
| met1 | 5.43 | 458 |
| met2 | 6.32 | 33 |
| met3 | 3.29 | 8 |
| met4 | 3.43 | 0 |
| met5 | 0 | - |
## cells in the final DEF, fill, tap and decap left out, types with 2 or more instances in the layout
cell type and n:
o21ai_0 5, nand2_1 23, xor2_1 8, dfrtp_1 6, ha_1 10, nor3_1 4, xnor2_1 9, inv_1 11
nor2_1 6, conb_1 13, nand3_1 6, clkbuf_1 2, clkdlybuf4s50_1 13, dfxtp_1 29, o31ai_1 2, a31oi_1 3
clkbuf_8 16, a21oi_1 3
No activity file was given, so power comes from the tool's default toggle rates.
