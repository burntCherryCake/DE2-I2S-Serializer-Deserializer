==> design.v <==
module processing (
	input LRCK,
	input [15:0] AUD_IN,
	output reg [15:0] AUD_OUT,
	output reg LED_OUT
);
reg [15:0] hold[0:10];
always @(posedge LRCK) begin
	AUD_OUT = hold[10];
	hold[10] = hold[10] + hold [9] + hold[8] + hold[7] + hold[6] + hold[5] + hold[4] + hold[3] + hold[2] + hold[1] + hold[0] + AUD_IN;
	hold[9] = hold [9] + hold[8] + hold[7] + hold[6] + hold[5] + hold[4] + hold[3] + hold[2] + hold[1] + hold[0] + AUD_IN;
	hold[8] = hold[8] + hold[7] + hold[6] + hold[5] + hold[4] + hold[3] + hold[2] + hold[1] + hold[0] + AUD_IN;
	hold[7] = hold[7] + hold[6] + hold[5] + hold[4] + hold[3] + hold[2] + hold[1] + hold[0] + AUD_IN;
	hold[6] = hold[6] + hold[5] + hold[4] + hold[3] + hold[2] + hold[1] + hold[0] + AUD_IN;
	hold[5] = hold[5] + hold[4] + hold[3] + hold[2] + hold[1] + hold[0] + AUD_IN;
	hold[4] = hold[4] + hold[3] + hold[2] + hold[1] + hold[0] + AUD_IN;
	hold[3] = hold[3] + hold[2] + hold[1] + hold[0] + AUD_IN;
	hold[2] = hold[2] + hold[1] + hold[0] + AUD_IN;
	hold[1] = hold[1] + hold[0] + AUD_IN;
	hold[0] = hold[0] + AUD_IN;
end
endmodule
==> run.sh <==
#!/bin/bash
# OpenROAD 26Q1-2900-gdf79404cd8, Yosys 0.63+post, stock flow scripts
make -C /OpenROAD-flow-scripts/flow DESIGN_CONFIG=/design/flow/config.mk WORK_HOME=/design/flow/orfs finish
==> config.mk <==
export PLATFORM = sky130hd
export DESIGN_NAME = processing
export DESIGN_NICKNAME = processing
export VERILOG_FILES = /design/flow/design.v
export SDC_FILE = /design/flow/constraint.sdc
export NUM_CORES = 4
export LEC_CHECK = 1
export CORE_UTILIZATION = 40
==> constraint.sdc <==
current_design processing

set clk_period 10.4
set clk_io_pct 0.2

create_clock -name clk0 -period $clk_period [get_ports {LRCK}]

set non_clock_inputs [all_inputs -no_clocks]
set_input_delay [expr $clk_period * $clk_io_pct] -clock clk0 $non_clock_inputs
set_output_delay [expr $clk_period * $clk_io_pct] -clock clk0 [all_outputs]
==> metrics.txt <==
# HELP chip_impl_metric Flow report values
# TYPE chip_impl_metric gauge
chip_impl_info{name="ff_type",value="dfxtp_1"} 1
chip_impl_metric{name="std_cell_rows",unit=""} 77
chip_impl_info{name="worst_setup_path_start_kind",value="primary input"} 1
chip_impl_info{name="outcome",value="finished clean"} 1
chip_impl_metric{name="detailroute.via_count",unit=""} 10700
chip_impl_metric{name="worst_hold_path.num_cells",unit=""} 0
chip_impl_metric{name="yosysWarningCount",unit=""} 3
chip_impl_metric{name="drive_above_1_share",unit="%"} 2.61
chip_impl_metric{name="synth-cells-yosys",unit=""} 1701
chip_impl_metric{name="critPathMaxStageDelay",unit="ps"} 650
chip_impl_metric{name="edf_count",unit=""} 0
chip_impl_metric{name="post_dp_cell_area",unit="um^2"} 18900
chip_impl_metric{name="timing.final.setup_violations",unit=""} 0
chip_impl_info{name="timing.hold.worst.class",value="reg2reg"} 1
chip_impl_metric{name="postCtsResizedCells",unit=""} 0
chip_impl_metric{name="post_cts_buffers",unit=""} 0
chip_impl_metric{name="grt_remaining_overflow",unit=""} 0
chip_impl_metric{name="cts_sinks",unit=""} 192
chip_impl_metric{name="syn2layout_area_growth",unit="%"} 9.20
chip_impl_metric{name="firstDrtPassIters",unit=""} 5
chip_impl_metric{name="routed_wirelength",unit="um"} 31200
chip_impl_metric{name="dp.final_hpwl",unit="um"} 26700
chip_impl_metric{name="setup_tns",unit="ps"} 0
chip_impl_info{name="crit_path_cell_trace",value="clkdlybuf4s50_1 -> fa_1 -> inv_1 -> fa_1 -> fa_1 -> inv_1 -> fa_1 -> inv_1 -> fa_1 -> inv_1 -> ha_1 -> a21o_1 -> a21o_1 -> a21oi_1 -> o21ai_0 -> and4_1 -> a211oi_1 -> a21oi_1 -> o311ai_0"} 1
chip_impl_metric{name="syn_area_per_cell",unit="um^2"} 10.5
chip_impl_metric{name="antenna_cells_inserted",unit=""} 0
chip_impl_metric{name="final.min_clock_period",unit="ps"} 7590
chip_impl_metric{name="globalRouteTotalUtil",unit="%"} 16.2
chip_impl_info{name="timing.critical_path.slowest_stage_cell",value="fa_1"} 1
chip_impl_metric{name="worstPathMaxFanout",unit=""} 4
chip_impl_metric{name="yosys.stat.chipArea",unit="um^2"} 17900
chip_impl_metric{name="worst_ep_arrival_time",unit="ps"} 7930
chip_impl_metric{name="filler_cell_count",unit=""} 4155
chip_impl_metric{name="clk_transition_reported_paths",unit="ps"} 70
chip_impl_metric{name="clock.latency.late_pin",unit="ps"} 450
chip_impl_metric{name="number_of_antenna_violations_at_the_first_check_in_global_routing",unit=""} 0
chip_impl_metric{name="final-max-slew-violation-count",unit=""} 0
chip_impl_info{name="post-synth-top-area-cell",value="fa_1"} 1
chip_impl_metric{name="ff2ff_setup_slack",unit="ps"} 4630
chip_impl_metric{name="gp_congestion",unit=""} 0.870
chip_impl_metric{name="num_io_pins",unit=""} 34
chip_impl_metric{name="core_util_floorplan",unit="%"} 40.5
chip_impl_metric{name="synth_largest_type_area_fraction",unit="%"} 35.5
chip_impl_metric{name="die_h",unit="um"} 213
chip_impl_info{name="crit_path_frequent_cell",value="fa_1"} 1
chip_impl_info{name="ys_top_cells_by_area",value="fa_1 36%, dfxtp_1 22%, ha_1 12%"} 1
chip_impl_metric{name="maximum_number_of_pins_on_one_net_before_global_route_repair",unit=""} 17
chip_impl_metric{name="tool_warnings",unit=""} 25
chip_impl_info{name="whs_endpoint",value="AUD_OUT[15]"} 1
chip_impl_info{name="setup.worst_path.class",value="in2reg"} 1
chip_impl_metric{name="yosysSeqAreaShare",unit="%"} 21.5
chip_impl_metric{name="synthArstFlopShare",unit="%"} 0
chip_impl_metric{name="max_slew.worst_pin.slew",unit="ps"} 583
chip_impl_metric{name="max_frequency",unit="MHz"} 132
chip_impl_metric{name="wl_per_cell",unit="um"} 13.2
chip_impl_metric{name="vias_in_the_first_global_route",unit=""} 11300
chip_impl_metric{name="cts-hold-fix-buffers",unit=""} 0
chip_impl_metric{name="hold-worst-slack",unit="ps"} 369
chip_impl_metric{name="post_synth_num_cell_types",unit=""} 49
chip_impl_metric{name="placeableCoreArea",unit="um^2"} 44100
chip_impl_info{name="cp-end-kind",value="flip-flop"} 1
chip_impl_metric{name="timing.slew.headroom",unit="%"} 60.9
chip_impl_info{name="worst_hold_startpoint",value="hold[10][15]"} 1
chip_impl_metric{name="vias_per_cell",unit=""} 4.56
chip_impl_metric{name="finalClockSkew",unit="ps"} 11.1
chip_impl_metric{name="synth-seq-cells",unit=""} 192
chip_impl_info{name="timing.rr.end",value="hold[8][14]"} 1
chip_impl_info{name="clockRootBuffer",value="clkbuf_16"} 1
chip_impl_metric{name="detail_route.drc_violations",unit=""} 0
chip_impl_metric{name="stdcell_area",unit="um^2"} 19500
chip_impl_metric{name="wire_length_of_the_first_global_routing_pass",unit="um"} 55500
chip_impl_metric{name="io_buffer_count",unit=""} 32
chip_impl_metric{name="route.antenna.remaining_nets",unit=""} 0
chip_impl_metric{name="cap_viol_max_count",unit=""} 0
chip_impl_metric{name="worstPathBufferInverterCount",unit=""} 5
chip_impl_metric{name="design.die.area",unit="um^2"} 45500
chip_impl_metric{name="syn-cell-area",unit="um^2"} 17900
chip_impl_info{name="tritoncts_clock_tree",value="yes"} 1
chip_impl_metric{name="drt-initial-drc-count",unit=""} 436
chip_impl_metric{name="worst_r2r_path_depth",unit=""} 18
chip_impl_metric{name="timing.critical_path.required",unit="ps"} 10740
chip_impl_info{name="grt_setup_unrepaired",value="no"} 1
chip_impl_info{name="cp_top_family",value="adder cells"} 1
chip_impl_metric{name="finalHoldViolations",unit=""} 0
chip_impl_metric{name="max-clock-path-buffers",unit=""} 2
chip_impl_metric{name="htreeDepth",unit=""} 4
chip_impl_metric{name="final_period_utilization",unit="%"} 73.0
chip_impl_metric{name="die.size.x",unit="um"} 213
chip_impl_metric{name="synth_cells",unit=""} 1701
chip_impl_metric{name="cts_inserted_buffers",unit=""} 17
chip_impl_info{name="regToRegStartpoint",value="hold[0][2]"} 1
worst max-delay path by stage:
stage,from,endpoint,slack (ps),depth (start not counted)
4_1_cts,AUD_IN[2],hold[8][14],2720,19
5_1_grt,AUD_IN[2],hold[8][14],2340,19
6_report,AUD_IN[2],hold[8][14],2810,19
layer usage:
metal  track usage [%]  vias up  routed length [um]
met4              1.75        0                 387
met2              25.3      104               15200
met1              25.7     5197               14600
met3              2.92       23                 963
li1                  -     5420                   -
met5                 0        -                   0
layout by cell type, fill, tap and decap left out, types with 3 or more instances in the layout:
cell type | netlist | routed
fa_1 | 317 | 317
nor2_1 | 61 | 61
a31oi_1 | 8 | 8
xor2_1 | 39 | 39
clkinvlp_4 | 0 | 3
o211ai_1 | 5 | 5
clkinv_2 | 0 | 3
a31o_2 | 4 | 4
or3_1 | 3 | 3
a21boi_0 | 4 | 4
o22ai_1 | 3 | 3
nand2b_1 | 10 | 10
dfxtp_1 | 192 | 192
nand4_1 | 3 | 3
nand3_1 | 8 | 8
clkdlybuf4s50_1 | 0 | 32
clkbuf_8 | 0 | 4
a21oi_1 | 100 | 100
clkbuf_16 | 0 | 17
nand2_1 | 40 | 40
ha_1 | 167 | 167
and3_1 | 7 | 7
o31a_1 | 3 | 3
a21o_1 | 41 | 41
a211oi_1 | 5 | 5
o41ai_1 | 4 | 4
o21bai_1 | 12 | 12
o31ai_1 | 4 | 4
o21a_1 | 21 | 21
and2_1 | 3 | 3
xnor2_2 | 4 | 4
inv_1 | 400 | 400
o21ai_0 | 50 | 50
xnor2_1 | 123 | 123
or2_2 | 6 | 6
nor3_1 | 13 | 13
nor2b_1 | 18 | 18
cell usage after synthesis, types with 3 or more instances:
master and count:
xnor2_1 123, nand4_1 3, o21bai_1 12, fa_1 317
ha_1 167, and2_1 3, a21o_1 41, nand3_1 8
nand2b_1 10, or3_1 3, o211ai_1 5, dfxtp_1 192
xnor2_2 4, o21a_1 21, inv_1 400, xor2_1 39
nand2_1 40, o31a_1 3, a211oi_1 5, a31o_2 4
o31ai_1 4, o21ai_0 50, o22ai_1 3, or2_2 6
a21boi_0 4, nor3_1 13, nor2b_1 18, nor2_1 61
o41ai_1 4, a21oi_1 100, and3_1 7, a31oi_1 8
kinds of logic after synthesis:
kind of cell             count (synthesis)  synth area share [%]
adder cells (fa/ha/maj)                484                  47.2
buffers and inverters                  401                  8.44
AND-OR/OR-AND                          278                  9.70
flip-flops                             192                  21.5
AND/OR/NAND/NOR                        178                  4.71
XOR/XNOR                               167                  8.43
other                                    1                0.0210
registers in the layout, summed over array words and instances, names as in the netlist:
register,flops
AUD_OUT,16
hold,176
stage by stage:
| step | utilization, % | instances | setup slack (ps) |
|---|---|---|---|
| after floorplan | - | 1701 | 3500 |
| after global placement | 42.9 | 2324 | 2410 |
| after detailed placement | 42.9 | 2324 | 2280 |
| after CTS | 44.2 | 2355 | 2720 |
| after global routing | 44.2 | 2355 | 2340 |
| final | 44.2 | 2355 | 2810 |
area by class of cell:
class,instances,area [um^2],area share [%]
well taps,592,741,3.79
flip-flops and latches,192,3840,19.7
repair buffers,32,320,1.64
clock inverters,9,106,0.545
clock buffers,22,484,2.48
inverters,400,1500,7.69
multi-input cells,1108,12500,64.2
